## /design/flow/design.v

```verilog
module  color_mapper (
                       input              Clk, Reset, run,
                       input              is_sprite,           
                       input        [9:0] DrawX, DrawY,        
                       output logic [7:0] VGA_R, VGA_G, VGA_B  
                     );
    logic [7:0] Red, Green, Blue;
    assign VGA_R = Red;
    assign VGA_G = Green;
    assign VGA_B = Blue;
    logic [31:0] delay, delay_count;
    always_ff @(posedge Clk)
    begin
        if (Reset == 1)  
        begin
                delay_count <= 0;
                delay <= 0;
        end
        else if (run)
        begin
            if (delay_count == 32'd301205)  
            begin
                delay_count <= 0;
                delay <= delay + 1;
            end
            else
            begin
                delay_count <= delay_count + 1;
            end
        end
    end
    logic [31:0] x, y, x_sprite, y_sprite;
    assign x = {{22{1'b0}}, DrawX}; 
    assign y = {{22{1'b0}}, DrawY};
    assign x_sprite = ((y+delay)%60);
    assign y_sprite = (x%60);
    always_comb
    begin
        if (DrawX < 270 && DrawY >=28 && DrawY < 32)
        begin
        	Red = 8'hff;
        	Green = 8'h00;
        	Blue = 8'h00;
        end
        else if (is_sprite == 1'b1) 
        begin
            Red = x_sprite[7:0] + y_sprite[7:0];
            Green = x_sprite[7:0] + y_sprite[7:0];
            Blue = x_sprite[7:0] + y_sprite[7:0];
        end
        else
        begin
            Red = 8'h3f; 
            Green = 8'h00;
            Blue = 8'h7f - {1'b0, DrawX[9:3]};
        end
    end
endmodule
```

## /design/flow/run.sh

```bash
#!/bin/bash
# OpenROAD 26Q1-2900-gdf79404cd8, Yosys 0.63+post, stock flow scripts
make -C /OpenROAD-flow-scripts/flow DESIGN_CONFIG=/design/flow/config.mk WORK_HOME=/design/flow/orfs finish
```

## /design/flow/config.mk

```make
export PLATFORM = sky130hd
export DESIGN_NAME = color_mapper
export DESIGN_NICKNAME = color_mapper
export VERILOG_FILES = /design/flow/design.v
export SDC_FILE = /design/flow/constraint.sdc
export NUM_CORES = 4
export LEC_CHECK = 1
export CORE_UTILIZATION = 50
```

## /design/flow/constraint.sdc

```tcl
current_design color_mapper

set clk_period 70.9
set clk_io_pct 0.2

create_clock -name clk0 -period $clk_period [get_ports {Clk}]

set non_clock_inputs [all_inputs -no_clocks]
set_input_delay [expr $clk_period * $clk_io_pct] -clock clk0 $non_clock_inputs
set_output_delay [expr $clk_period * $clk_io_pct] -clock clk0 [all_outputs]
```

==> out/qor.csv <==
metric,value,unit
DRC errors left,0,
XOR/XNOR share of the synthesized area,11.5,%
Critical Path Sink Type,output pin,
pin count of the biggest net entering global routing,34,
hold depth,2,
LEAKAGE,3.35,nW
clk slew on worst S/H paths,0.05,ns
cell count in the Yosys report,1175,
Final min period,44.88,ns
Final Cycle Share,63.3,%
DIE HEIGHT,133,um
CTS resizes,0,
share of cells above drive strength 1,7.29,%
FF+latch area,1280,sq um
P&R area growth vs syn,9.53,%
R2R depth,11,
logic area,7010,sq um
first-pass GRT wire length,37.7,mm
Vias,8830,
fillers,1591,
DR WL met2,10.5,mm
RD Place Congestion,0.902,
CTS buffer count,9,
final hold violations,0,
GR Overflow Total,0,
critical path launch point type,input pin,
Post-CTS Hold Buffers,0,
Post-CTS Setup Bufs,0,
synthesized area,8570,sq um
Max Root-Sink Buffers,2,
Top cell area share,14.9,%
Syn. warnings,1,
"CP delay by family, top",AND-OR/OR-AND gates,
met1 wire length,10.4,mm
Synthesized registers,64,
CTS tree,yes,
Post-DP HPWL,17.4,mm
CTS sink cnt,64,
die area,17700,sq um
pwr dens,11.6,nW/um^2
most frequent CP cell,a21oi_1,
Critical Path Max Stage Delay,0.69,ns
DRT iter0 DRCs,453,
Yosys cell types,109,
ys async rst share,0,%
f_max,22.3,MHz
initial antenna violation count,0,
WS Path Type,input pin to output pin,
fp util,51.5,%
yosys aoi share,34.1,%
relative max-transition margin,43.2,%
"Slowest-stage cell, CP",o311ai_1,
vias in the first global route,7933,
Antenna Diode Count,0,
Die Wd,133,um
count of tool warnings,27,
worst skew pair latency,0.33,ns
Worst EP arrival,30.70,ns
Max-Cap Viols,0,
I/O Buffers,47,
Hold WC Path Type,register to register,
Pre-Repair DR Iteration Count,5,
Commonest flop,dfxtp_1,
Detail Route Antenna Nets,0,
Crit path required time,56.72,ns
num rows,47,
Top cells by area,"dfxtp_1, xor2_1, nor2_1",
post-synth tally of flip-flops with integrated enable,0,
Bufs and invs on worst path,3,
WL per Instance,15.8,um
Total GRT Usage,25.6,%
Synth area leader,dfxtp_1,
"Seq share, synth",14.9,%
Slew Limit Fails,0,
routed length on met3,1.06,mm
# IOs,48,
core area,16600,sq um
Simple-Gate Area Share,30.7,%
post-synthesis mux area share,1.68,%
comb area leader,AND-OR/OR-AND gates,
Finish-stage setup viols,0,
Clock Tree Root,clkbuf_16,
post-synth area from yosys stat,8570,sq um
RSZ-0062 raised after global routing,false,
final WL,22.3,mm
setup TNS,0,ns
Crit Path Max Fanout,15,
mean post-synth cell area,7.29,sq um
post-DR vias/cell,6.25,
Post-Route Utilization,56.4,%
CTS H-Tree Depth,3,
Worst Tran Pin Value,0.845,ns
Peak VDD IR,0.0000157,V
Setup Skew,0.00658,ns
adder share,3.65,%
outcome,finished clean,
cell count after synthesis,1175,
Crit. path cell count,55,
top sig layer,met4,
==> cells in the mapped netlist (8+ instances only) <==
cell type,instances
a211o_1,10
a211oi_1,21
a21o_1,12
a21oi_1,68
a31oi_1,8
and2_1,13
and3_1,29
buf_2,16
clkbuf_1,24
dfxtp_1,64
ha_1,21
inv_1,15
mux2i_1,11
nand2_1,94
nand3_1,58
nand4_1,21
nor2_1,135
nor3_1,38
nor4_1,12
o211ai_1,30
o21a_1,19
o21ai_0,63
o21ai_1,14
o22ai_1,14
o31ai_1,11
or2_2,12
or3_1,27
xnor2_1,51
xor2_1,62
==> cell families after synthesis <==
family / after synthesis
AND/OR/NAND/NOR: 505
AND-OR/OR-AND: 392
XOR/XNOR: 113
flip-flops: 64
buffers and inverters: 62
adder cells (fa/ha/maj): 24
multiplexers: 14
other: 1
==> stage by stage <==
| step | total power, mW | std cells | setup slack (ns) | hold slack, ns | instance area [sq um] |
|---|---|---|---|---|---|
| finish | 0.109 | 1413 | 26.02 | 0.504 | 9390 |
| global placement | 0.0684 | 1397 | 26.51 | 0.476 | 9100 |
| global route | 0.115 | 1413 | 24.87 | 0.536 | 9390 |
| detailed placement | 0.0679 | 1397 | 26.33 | 0.492 | 9100 |
| floorplan | 0.0545 | 1175 | 29.34 | 0.458 | 8570 |
| CTS | 0.110 | 1413 | 26.24 | 0.501 | 9390 |
==> flip-flops by register name, summed over array words and instances, names as in the netlist <==
register     cells
delay_count     32
delay           32
==> worst min-delay path: stages (launching register included) <==
cell and delay [ns]:
dfxtp_1 0.32, o21ai_0 0.08, a21oi_1 0.06
==> layout make-up <==
class | count | area share (%)
well taps | 220 | 2.93
flip-flops and latches | 64 | 13.6
multi-input cells | 1049 | 74.6
clock inverters | 6 | 0.466
inverters | 15 | 0.600
repair buffers | 49 | 5.17
clock buffers | 10 | 2.55
==> worst paths after layout <==
kind                                       from         endpoint  slack [ns]
worst max-delay path                   DrawY[9]         VGA_G[7]       26.02
worst min-delay path            delay_count[17]  delay_count[17]        0.50
worst max register to register   delay_count[0]        delay[23]       67.26
worst min register to register  delay_count[17]  delay_count[17]        0.50
==> power by group <==
part	leakage, nW	switching, mW	total, mW	internal (mW)
Combinational	2.69	0.0151	0.0313	0.0162
Sequential	0.516	0.000175	0.0363	0.0361
Clock	0.139	0.0167	0.0414	0.0247
Total	3.35	0.0320	0.109	0.0770
==> layout by cell type (no fill, tap or decap), drive strengths merged, types with 13 or more instances in the layout <==
cell,count
nor2,139
nand2,94
o21ai,79
a21oi,72
dfxtp,64
xor2,62
nand3,59
xnor2,51
clkdlybuf4s50,47
nor3,41
o211ai,33
and3,29
or3,27
a211oi,24
nand4,24
ha,21
o21a,20
inv,16
o22ai,14
or2,14
nor4,14
and2,13
==> routing by layer <==
metal / up-vias / global-route usage [%]
li1: 4521 / -
met4: 0 / 2.62
met3: 24 / 3.09
met1: 4074 / 36.0
met2: 211 / 43.6
met5: - / 0
Power figures rest on the tool's default switching activity, not on a simulated workload.
